### flow/design.v
module glacial(input             clk,
	       input             reset,
	       output reg [15:0] mem_addr,
    	       output reg        mem_rd_en,
	       input       [7:0] mem_rd_data,
	       output reg        mem_wr_en,
	       output      [7:0] mem_wr_data,
	       input             xint,
	       input             xtick,
	       output reg        uart_tx
	       );
  reg    [1:0]  phase;
  reg    [11:1] pc;
  reg    [11:1] ret;
  reg    [15:0] ir;
  reg    [7:0]  x;
  reg    [15:0] y;
  reg    [7:0]  ac;   
  reg           cy;   
  reg 		prev_xtick;
  reg           tick;
  reg           phase3;
  reg 		inst_opr;
  reg    [1:0]  mem_addr_sel;
  reg    [2:0]  pc_sel;
  reg    [0:0]  ret_sel;
  reg    [1:0] 	x_sel;
  reg    [1:0] 	y_sel;
  reg    [1:0]	ac_sel;
  reg    [1:0]	cy_sel;
  reg           clr_tick;
  reg 		uart_tx_sel;
  reg    [7:0]  rotate_out;
  reg           rotate_cout;
  reg	 [7:0]  mem_rd_data_delayed;
  reg    [7:0]	alu_b;
  reg    [7:0]	alu_out;
  reg    	alu_cy_out;
  reg           branch_cond;
  reg  	        skb_cond;
  localparam [1:0] mem_addr_sel_pc = 2'b00;
  localparam [1:0] mem_addr_sel_ir = 2'b01;
  localparam [1:0] mem_addr_sel_x  = 2'b10;
  localparam [1:0] mem_addr_sel_y  = 2'b11;
  localparam [2:0] pc_sel_hold   = 3'b100;
  localparam [2:0] pc_sel_inc    = 3'b000;
  localparam [2:0] pc_sel_add_a  = 3'b001;
  localparam [2:0] pc_sel_return = 3'b010;
  localparam [2:0] pc_sel_branch = 3'b011;
  localparam [0:0] ret_sel_hold  = 1'b0;
  localparam [0:0] ret_sel_pc    = 1'b1;
  localparam [1:0] x_sel_hold    = 2'b00;
  localparam [1:0] x_sel_ac      = 2'b01;
  localparam [1:0] x_sel_inc     = 2'b10;
  localparam [1:0] y_sel_hold    = 2'b10;
  localparam [1:0] y_sel_ac      = 2'b00;
  localparam [1:0] y_sel_inc     = 2'b01;
  localparam [1:0] ac_sel_hold   = 2'b00;
  localparam [1:0] ac_sel_alu    = 2'b01;
  localparam [1:0] ac_sel_rotate = 2'b10;
  localparam [1:0] cy_sel_hold   = 2'b00;
  localparam [1:0] cy_sel_alu    = 2'b01;
  localparam [1:0] cy_sel_rotate = 2'b10;
  localparam [1:0] cy_sel_ir2    = 2'b11;
  localparam [1:0] alu_op_sel_mem = 2'b00;
  localparam [1:0] alu_op_sel_and = 2'b01;
  localparam [1:0] alu_op_sel_xor = 2'b10;
  localparam [1:0] alu_op_sel_adc = 2'b11;
  assign mem_wr_data = ac;
  always @(posedge clk) begin
    if (reset) begin
      phase <= 0;
    end else begin
      phase <= phase + 1;
    end
  end
  always @(posedge clk) begin
    prev_xtick <= xtick;
    if (reset | clr_tick)
      tick <= 1'b0;
    else if ((prev_xtick == 1'b0) & (xtick == 1'b1))
      tick <= 1'b1;
  end
  always @(posedge clk) begin
    if (reset)
      uart_tx <= 1'b1;
    else if (uart_tx_sel == 1'b1)
      begin
        uart_tx <= ac[0];
      end
  end
  always @(posedge clk) begin
    if (phase == 0)
      ir[15:8] = mem_rd_data;
    if (phase == 1)
      ir[7:0] = mem_rd_data;
  end
  always @(ir[15:12]) begin
    inst_opr = (ir[15:12] == 4'b0000);
  end
  always @(phase) begin
    phase3 = (phase == 3);
  end
  always @(posedge clk) begin
    mem_rd_data_delayed <= mem_rd_data;
  end
  always @(ir[13:12], ir[7:0], mem_rd_data_delayed) begin
    if (ir[13:12] == 2'b00)
      alu_b = ir [7:0];
    else 
      alu_b = mem_rd_data_delayed;
  end
  always @(ir[9:8], ac, alu_b, cy) begin
    case (ir[9:8])
      alu_op_sel_mem: { alu_cy_out, alu_out } = { cy, alu_b };
      alu_op_sel_and: { alu_cy_out, alu_out } = { cy, ac & alu_b };
      alu_op_sel_xor: { alu_cy_out, alu_out } = { cy, ac ^ alu_b };
      alu_op_sel_adc: { alu_cy_out, alu_out } = { 1'b0, ac } + { 1'b0, alu_b } + { 8'b0000000, cy };
    endcase
  end
  always @(phase, mem_addr_sel, pc, ir, x, y) begin
    case (mem_addr_sel)
      mem_addr_sel_pc: mem_addr = { 4'b0000, pc, phase[0] };
      mem_addr_sel_ir: mem_addr = { 8'b00000000, ir [7:0] };
      mem_addr_sel_x:  mem_addr = { 8'b00000000, x };
      mem_addr_sel_y:  mem_addr = y;
    endcase
  end
  always @(ir[13:12], ac, cy, xint, tick) begin
    case (ir[13:12])
      2'b00: branch_cond = (ac == 8'b00000000);
      2'b01: branch_cond = cy;
      2'b10: branch_cond = xint;
      2'b11: branch_cond = tick;
    endcase
  end
  always @(ir[10:8], mem_rd_data_delayed) begin
    skb_cond = mem_rd_data_delayed[ir[10:8]];
  end
  always @(posedge clk) begin
    if (reset) begin
      pc <= 0;
    end else begin
      case (pc_sel)
	pc_sel_hold:   ;
        pc_sel_inc:    pc <= pc + 1;
	pc_sel_add_a:  pc <= pc + { 3'b000, ac };
	pc_sel_return: pc <= ret;
	pc_sel_branch: pc <= ir [10:0];
	default:       ;
      endcase
    end
  end  
  always @(posedge clk) begin
    case (ret_sel)
      ret_sel_hold:  ;
      ret_sel_pc:    ret <= pc;
    endcase
  end
  always @(posedge clk) begin
    case (x_sel)
      x_sel_hold:  ;
      x_sel_ac:    x <= ac;
      x_sel_inc:   x <= x + 1;
      default:     ;
    endcase
  end
  always @(posedge clk) begin
    case (y_sel)
      y_sel_hold:  ;
      y_sel_ac:    y <= { ac, y [15:8] };
      y_sel_inc:   y <= y + 1;
      default:     ;
    endcase
  end
  always @(ac, cy, ir [4]) begin
    if (ir [4]) begin
      rotate_out  = { cy, ac [7:1] };
      rotate_cout = ac [0];
    end else begin
      rotate_out  = { ac [6:0], cy };
      rotate_cout = ac [7];
    end
  end
  always @(posedge clk) begin
    case (ac_sel)
      ac_sel_hold:   ;
      ac_sel_alu:    ac <= alu_out;
      ac_sel_rotate: ac <= rotate_out;
      default:       ;
    endcase
  end
  always @(posedge clk) begin
    case (cy_sel)
      cy_sel_hold:   ;
      cy_sel_alu:    cy <= alu_cy_out;
      cy_sel_rotate: cy <= rotate_cout;
      cy_sel_ir2:    cy <= ir[2];
    endcase
  end
  always @(phase, phase3, ir, inst_opr, skb_cond, branch_cond) begin
    pc_sel = pc_sel_hold;
    ret_sel = ret_sel_hold;
    x_sel = x_sel_hold;
    y_sel = y_sel_hold;
    ac_sel = ac_sel_hold;
    cy_sel = cy_sel_hold;
    mem_rd_en = ! phase3;   
    mem_wr_en = phase3 & (ir[15:14] == 2'b00) & (ir[13:12] != 2'b00);   
    if (phase[1] == 0)
      mem_addr_sel = mem_addr_sel_pc;
    else if (ir[13] == 1'b0)
      mem_addr_sel = mem_addr_sel_ir;
    else if (ir[0] == 0)
      mem_addr_sel = mem_addr_sel_x;
    else
      mem_addr_sel = mem_addr_sel_y;
    uart_tx_sel = phase3 & inst_opr & ir[8];
    clr_tick    = phase3 & inst_opr & ir[9];
    case (phase)
      0:
	begin
	  ;
	end
      1:
	begin
	  pc_sel = pc_sel_inc;
	end
      2:
	begin
	  if (inst_opr)
	    begin
	      if (ir[3] == 1'b1)
		cy_sel = cy_sel_ir2;      
	      if (ir[6] == 1'b1)
		pc_sel = pc_sel_return;   
	    end
        end
      3:
       begin
	if (inst_opr)
	  begin
	    if (ir[1] == 1'b1)
	      begin
		if (ir[0] == 1'b0)
		  x_sel = x_sel_ac;   
		else
		  y_sel = y_sel_ac;   
	      end
	    if (ir[5] == 1'b1)   
	      begin
		ac_sel = ac_sel_rotate;
		cy_sel = cy_sel_rotate;
	      end
	    if (ir[7] == 1'b1)
	      pc_sel = pc_sel_add_a;   
	  end  
	if ((ir[15:14] != 2'b11) & (ir[13:12] == 2'b11))
	  begin
	    if (ir[0] == 1'b0)
	      x_sel = x_sel_inc;
	    else
	      y_sel = y_sel_inc;
	  end
	if (ir[15:14] == 2'b01)
	  begin
	    ac_sel = ac_sel_alu;
	    cy_sel = cy_sel_alu;
	  end
	casez (ir[15:8])
	  8'b1000????:  
	    begin
	      pc_sel = pc_sel_branch;
	      if (ir[11])
		ret_sel = ret_sel_pc;
	    end
	  8'b1001????,  
	  8'b1010????,  
	  8'b1011????:  
	    begin
	      if (skb_cond == ir[11])
		pc_sel = pc_sel_inc;
	    end
	  8'b11??????:  
	    begin
	      if (branch_cond == ir[11])
		pc_sel = pc_sel_branch;
	    end
	  default:
	    ;
	endcase
       end
    endcase
  end
endmodule
### flow/run.sh
#!/bin/bash
# OpenROAD 26Q1-2900-gdf79404cd8, Yosys 0.63+post, stock flow scripts
make -C /OpenROAD-flow-scripts/flow DESIGN_CONFIG=/design/flow/config.mk WORK_HOME=/design/flow/orfs finish
### flow/config.mk
export PLATFORM = sky130hd
export DESIGN_NAME = glacial
export DESIGN_NICKNAME = glacial
export VERILOG_FILES = /design/flow/design.v
export SDC_FILE = /design/flow/constraint.sdc
export NUM_CORES = 4
export LEC_CHECK = 1
export CORE_UTILIZATION = 30
export SYNTH_HDL_FRONTEND = slang
### flow/constraint.sdc
current_design glacial

set clk_period 7.6
set clk_io_pct 0.2

create_clock -name clk0 -period $clk_period [get_ports {clk}]

set non_clock_inputs [all_inputs -no_clocks]
set_input_delay [expr $clk_period * $clk_io_pct] -clock clk0 $non_clock_inputs
set_output_delay [expr $clk_period * $clk_io_pct] -clock clk0 [all_outputs]
==> changes_impl.md <==
### Changed

* Drt pass-1 iters at 5
* Count of tool warnings at 29
* Clock skew at 0.00712 ns
* Final setup fails at 0
* Reg area at 0.00228 mm²
* Critical Path End: pc[9]
* CTS H-tree depth at 3
* Total gr overflow at 0
* Hpwl dp at 10.8 mm
* Num rows at 49
* Post-synth EDFFs at 60
* F_max at 0.191 GHz
* DR vias at 4433
* Worst slew pin tran at 0.868 ns
* Vias in the first global route at 4309
* Pwr dens at 187 mW/mm²
* Pre-CTS WS at 2.06 ns
* Crit path largest cell delay at 0.40 ns
* Synth-to-layout area growth at 16.1%
* Worst setup margin at 2.36 ns
* Avg Cell Area, Syn at 9.56 µm²
* Final ANT Viol Nets at 0
* I/O Buffers at 38
* DRC violations left at 0
* Flops out of synthesis at 84
* Via density at 5.30
* Post-Synthesis Cells at 578
* Seq share, synth at 41.3%
* Final Hold Viols at 0
* CTS max path bufs at 2
* Root Driver: clkbuf_16
* Later-pin clock latency in the skew report at 0.34 ns
* Wirelength per Cell at 17.7 µm
* CP most frequent cell: a21oi_1
* CP Cell Sequence: clkdlybuf4s50_1, mux2_4, o21ai_2, nand3_1, a31oi_1, or2_2, nor3_2, nand2b_1, ha_1, inv_1, fa_1, nand2b_1, a21oi_1, o21ai_0, a21oi_1, a21oi_1, a311o_1, a22o_1
* Minimum clock period after layout at 5.24 ns
* Synth unique cells at 67
* Overall global routing resource usage at 17.1%
* Full die area at 0.0190 mm²
* Synthesized area at 0.00553 mm²
* Startpoint Class: input pin
* Critical-path top delay cell: clkdlybuf4s50_1
* Setup_tns at 0 ns
* Cell Count, Final, Fillers Out at 837
* Instance count on the critical path at 18
* Die width at 138 µm
* Slew Viols, Final at 0
* FF-to-FF End: pc[9]
* Critical path startpoint: xint
* RR Startpoint: ir[13]
* Initial Util at 30.7%
* Area of the multi-input gates at 0.00300 mm²
* Total CTS buffers at 9
* Final core occ at 35.6%
* Number of diodes at 0
* Max-Slew Margin vs Limit at 41.9%
* First-pass GRT wire length at 23.7 mm
* Worst path bufs/invs at 2
* Clock-pin slew on the worst setup and hold paths at 0.06 ns
* Post-CTS sizing at 0
* DR iter-0 viols at 348
* Initial antenna violation count at 0
* CTS Hold Bufs at 0
* Routed WL at 14.8 mm
* # Cells Yosys at 578
* Setup bufs post-CTS at 0
* Hold depth at 1
* Syn. warnings at 0
* CP Data Required Time at 7.84 ns
* Die height at 138 µm
* Max rail drop VDD at 114 µV
* Period utilization at 68.9%
* CP Max Fanout at 13
* Crit path DAT at 5.47 ns
* Pleak at 0.00237 µW
* Reg2reg path depth at 15
* YS chip area at 0.00553 mm²
* Cells after DPL at 821
* Async SR Flop Fraction at 0%
* RSZ-0062 raised after global routing: false
* Sink Count at 84
* Setup CP Type: in -> reg
* Hold Path Class: reg -> reg
* Ys flop type: edfxtp_1
* Delay-heaviest family, CP: AND-OR/OR-AND gates
* Critical path capture point type: register
* Num ports at 39
* Fillcell total at 1779
* Largest net degree at the start of global routing at 32
* CTS tree: built
* R2R setup slack at 2.46 ns
* Total Power at 1200 µW
* Layout cells sized above 1 at 7.89%
* Max-Cap Viols at 0
* Core Box Area at 0.0180 mm²
* Final GP Congestion at 0.934
* Status: finished clean
[kinds of logic (layout without fill, tap and decap cells)]
group	Yosys count	count (layout)	synth area share, %
xor gates and xnor gates	23	23	3.64
DFF	84	84	41.3
AOI/OAI and AO/OA	150	150	17.8
buffers and inverters	58	88	4.60
and+or+nand+nor	204	204	18.8
adders and majority gates	28	28	6.75
muxes	31	31	7.15
[layout make-up]
| class | count | share of cell area, % |
|---|---|---|
| clock buffers | 12 | 3.69 |
| multi-input cells | 436 | 46.8 |
| repair buffers | 44 | 6.63 |
| inverters | 28 | 1.64 |
| well taps | 229 | 4.47 |
| flip-flops and latches | 84 | 35.6 |
| clock inverters | 4 | 1.15 |
[cell usage after synthesis (8+ instances only)]
cell type / number / area, µm²
inv_1: 26 / 97.6
dfxtp_1: 24 / 480
clkbuf_1: 16 / 60.1
ha_1: 25 / 313
nand3_1: 22 / 110
a31oi_1: 11 / 68.8
and3_1: 8 / 50.1
a21oi_1: 53 / 265
mux2i_1: 20 / 200
nand2_1: 59 / 221
o21ai_0: 27 / 135
edfxtp_1: 60 / 1800
xnor2_1: 13 / 114
nand2b_1: 8 / 50.1
xor2_1: 10 / 87.6
buf_2: 8 / 40.0
nor2_1: 55 / 206
and2_1: 12 / 75.1
[report_power, final]
| group | total (µW) | switching [µW] | internal, µW |
|---|---|---|---|
| logic | 191 | 105 | 86.4 |
| clock network | 465 | 176 | 288 |
| registers | 541 | 30.4 | 510 |
[how the worst min path moves through the flow]
stage,start,endpoint,slack [ns]
final,phase[0],phase[0],0.48
after global routing,phase[0],phase[0],0.52
after CTS,phase[0],phase[0],0.48
[worst register-to-register path, cell delays in order, from the launching register on]
cell	delay, ns
edfxtp_1	0.89
or2_0	0.72
a21oi_1	0.16
o211a_4	0.32
o31ai_4	0.33
nand2_1	0.26
nor4_2	0.35
inv_1	0.10
fa_1	0.42
nand2b_1	0.19
a21oi_1	0.18
o21ai_0	0.15
a21oi_1	0.33
a21oi_1	0.12
a311o_1	0.32
a22o_1	0.20
[sequential cells by signal, summed over array words and instances (netlist names)]
register / cells
prev_xtick: 1
uart_tx: 1
phase: 2
pc: 11
ret: 11
mem_wr_data: 8
ir: 16
y: 16
tick: 1
cy: 1
mem_rd_data_delayed: 8
x: 8
[metrics by stage]
stage	hold slack, ns	instance area [µm²]
global route	0.522	6410
global placement	0.447	6100
finish	0.485	6410
CTS	0.485	6410
floorplan	0.417	5530
detailed placement	0.469	6100
[metal layers]
layer | routed length (µm) | vias up | part of all wire, % | GRT usage (%)
met4 | 265 | 0 | 1.8 | 2.96
met3 | 1290 | 23 | 8.7 | 6.42
li1 | - | 2172 | - | -
met1 | 6710 | 2077 | 45 | 25.2
met5 | 0 | - | 0 | 0
met2 | 6530 | 161 | 44 | 24.8
[cell usage in the layout (no fill, tap or decap), drive strengths merged, types with 4 or more instances in the layout]
master          n
mux4            6
nand3          22
clkdlybuf4s50  38
xnor2          13
dfxtp          24
a21o            8
nor4            8
buf             6
nand2          59
or2             4
nor2b           5
nor2           55
a211oi          7
o31ai           7
mux2i          20
edfxtp         60
clkinv          4
and3            8
a21oi          53
and2           12
a22o            7
clkbuf         12
nor3            8
or3             4
o21ai          28
a31oi          11
ha             25
inv            26
nand2b          8
mux2            5
xor2           10
o211ai          4
Power figures rest on the tool's default switching activity, not on a simulated workload.
